<file path="flow/run.sh">
#!/bin/bash
# OpenROAD 26Q1-2900-gdf79404cd8, Yosys 0.63+post, stock flow scripts
make -C /OpenROAD-flow-scripts/flow DESIGN_CONFIG=/design/flow/config.mk WORK_HOME=/design/flow/orfs finish
</file>
<file path="flow/config.mk">
export PLATFORM = sky130hd
export DESIGN_NAME = Load_register
export DESIGN_NICKNAME = Load_register
export VERILOG_FILES = /design/flow/design.v
export SDC_FILE = /design/flow/constraint.sdc
export NUM_CORES = 4
export LEC_CHECK = 1
export CORE_AREA = 10 10 70 70
export DIE_AREA = 0 0 80 80
</file>
<file path="flow/constraint.sdc">
current_design Load_register

set clk_period 1.5
set clk_io_pct 0.2

create_clock -name clk0 -period $clk_period [get_ports {clk}]

set non_clock_inputs [all_inputs -no_clocks]
set_input_delay [expr $clk_period * $clk_io_pct] -clock clk0 $non_clock_inputs
set_output_delay [expr $clk_period * $clk_io_pct] -clock clk0 [all_outputs]
</file>
<file path="flow/design.v">
`timescale 1ns / 1ps
module Load_register(clk,rstb, CSn, WE, data_in, done, dbits, data_out, shifting, txready);
input clk;
input rstb;
inout CSn;
input WE;
input [7:0] data_in;
input [3:0] dbits;
input done;
output [7:0] data_out;
output shifting;
output txready;
reg txready;
wire load;
reg [7:0] data_out;
reg LSR;
assign load = WE & ~CSn;
always @(posedge clk, negedge rstb)
if 		(!rstb) txready <= 1'b1;
else if 	(done)  txready <= 1'b1;
else if 	(load)  txready <= 1'b0;
always@(posedge clk, negedge rstb)
if 		(!rstb) data_out <= 7'b0;
else if 	(load)  data_out <= data_in;
always@ (posedge clk, negedge rstb)
if 	(!rstb) LSR <= 1'b0;
else 	LSR <= load;
always @ (posedge clk, negedge rstb)
if 		(!rstb) shifting <= 1'b0;
else if	(done)  shifting <= 1'b0;
else if 	(load)  shifting <= 1'b1;
endmodule
</file>
==> metrics.cfg <==
[run_status]
status=did not finish
stop_stage=global routing
error_line=[ERROR RSZ-0074] Failed to build tree from global routes for pin 'CSn' and net 'CSn' at grid (3450, 44850): found route to 3 pins, expected 2

[die]
die_h_um=80
fp.dieW_um=80
fp-utilization_pct=12.34
rows=21
io_pins=27

[clocking]
cts-root-buf=clkbuf_4
cts_buffer_depth=2
postCtsSetupBuffers=0
h-tree-depth=1
postCtsHoldBufs=0
cts_sinks=10
cts_buffers=3

[synthesis]
ys_seq_elements=10
ys_seq_share_pct=59.64
ys_cells=24
top_cells_by_count=dfrtp_1 (9), mux2_4 (8)
syn_inst=24
synth_chip_area_um2=421.7
syn_area_um2=421.7
yosys-top-cells-area=dfrtp_1 (53%), mux2_4 (28%), dfstp_2 (6.2%), nor2b_4 (3.3%), buf_6 (2.7%)
async_flop_share_pct=100.0
yosys.cell_types.count=9
top_area_cell=dfrtp_1
avgSynthCellArea_um2=17.57
edf_count=0
yosys_warnings=4
flop_cell=dfrtp_1
synth.most_common_cell=dfrtp_1
top_area_share_pct=53.41

[placement]
portBuffers=21
place_area_um2=698.2
place_inst=91
hpwl_um=867.5
gp_congestion=0.7028

[global_routing]
grt_max_degree=11

[sta]
untimed_endpoints=1

## metrics by stage
stage	total power [W]	setup slack [ps]
3_3_place_gp	0.0005010	5.185
3_5_place_dp	0.0005026	0.4906
2_1_floorplan	0.0003817	526.0
4_1_cts	0.0007532	74.60
## repair_timing
item / CTS
endpoints found under the setup margin: 1
gates resized: 1
endpoints found under the hold margin: 0
## kinds of logic after synthesis
group	Yosys count	share of synthesized area [%]
DFF	10	59.65
buffers and inverters	2	3.560
muxes	8	28.49
AOI/OAI and AO/OA	2	2.967
and+or+nand+nor	2	5.341
Power is estimated from default activity; no workload was simulated.
