File: design/flow/run.sh
#!/bin/bash
# OpenROAD 26Q1-2900-gdf79404cd8, Yosys 0.63+post, stock flow scripts
make -C /OpenROAD-flow-scripts/flow DESIGN_CONFIG=/design/flow/config.mk WORK_HOME=/design/flow/orfs finish
File: design/flow/config.mk
export PLATFORM = sky130hd
export DESIGN_NAME = Counter_clocks
export DESIGN_NICKNAME = Counter_clocks
export VERILOG_FILES = /design/flow/design.v
export SDC_FILE = /design/flow/constraint.sdc
export NUM_CORES = 4
export LEC_CHECK = 1
export CORE_AREA = 10 10 109 109
export DIE_AREA = 0 0 119 119
File: design/flow/constraint.sdc
current_design Counter_clocks

set clk_period 6.7
set clk_io_pct 0.2

create_clock -name clk0 -period $clk_period [get_ports {clk}]

set non_clock_inputs [all_inputs -no_clocks]
set_input_delay [expr $clk_period * $clk_io_pct] -clock clk0 $non_clock_inputs
set_output_delay [expr $clk_period * $clk_io_pct] -clock clk0 [all_outputs]
File: design/flow/design.v
`timescale 1ns / 1ns
module Counter_clocks( clk, rstb, baud_select,shifting, shift);
input clk, rstb;
input [3:0] baud_select;
input shifting;
output shift;
reg [18:0] counter;
wire [3:0] baud_select;
reg [18:0] clock_bits;
wire shift;
wire [1:0] sel;
assign sel = {shifting,shift};
assign shift = (counter == clock_bits);
always @ (*)
begin
	clock_bits = clock_bits;
case (baud_select)
	4'b0000: clock_bits = 166667;
	4'b0001: clock_bits = 41667;
	4'b0010: clock_bits = 20833;
	4'b0011: clock_bits = 10417;
	4'b0100: clock_bits = 5208;
	4'b0101: clock_bits = 2604;
	4'b0110: clock_bits = 1302;
	4'b0111: clock_bits = 868;
	4'b1000: clock_bits = 434;
	4'b1001: clock_bits = 217;
	4'b1010: clock_bits = 109;
	4'b1011: clock_bits = 54;
	default clock_bits = 5208;
	endcase
end
always @(posedge clk, negedge rstb)
if 		(!rstb) 
begin
	counter <= 18'b0;
end
else case (sel)
		2'b00: counter <= 18'b0 ;
		2'b01: counter <= 18'b0 ;
		2'b10: counter <= counter + 1;
		2'b11: counter <= 18'b0;
		default counter <= counter;
endcase
endmodule
==> impl_metrics.json <==
{
  "end_kind": "primary output",
  "largestRegisters": "counter (19)",
  "min_from": "counter[0]",
  "drive_above_1_share_pct": 12.33,
  "grt_overflow": 0,
  "holdBufCountCts": 0,
  "viasPerCell": 4.278,
  "slew_headroom_pct": 58.38,
  "clock_latency_ns": 0.25,
  "start_kind": "primary input",
  "grt_pass1_wl_microns": 6962,
  "worst-r2r-cell-count": 7,
  "r2r-end": "counter[3]",
  "worstPathMaxFanout": 15,
  "openroad.warnings": 30,
  "die_area_sq_um": 14160,
  "powerDensity_nw_per_um2": 123.4,
  "initCoreUtil_pct": 19.00,
  "holdPathStages": 1,
  "netlist_area_sq_um": 1832,
  "postCtsSetupBuffers": 0,
  "arrival_ns": 4.41,
  "ys_seq_share_pct": 25.96,
  "common_cells": "27 x nand2_1, 21 x nor2_1, 19 x dfrtp_1",
  "critical-path-max-stage-delay_ns": 0.85,
  "antenna_found_initial": 0,
  "ys_cells": 229,
  "path_cells": "clkdlybuf4s50_1 -> inv_1 -> ha_1 -> inv_1 -> a21oi_1 -> and4b_1 -> o211ai_1 -> nor4_1 -> and3_1 -> clkdlybuf4s50_1",
  "grt_pass1_vias": 1453,
  "cts_tree": "built",
  "remaining_drc_errors": 0,
  "area_growth_pct": 11.61,
  "htreeDepth": 1,
  "largest_register_ffs": 19,
  "utilization_pct": 21.21,
  "yosysTopAreaCell": "dfrtp_1",
  "synthTopCellsByArea": "dfrtp_1 26%, xnor2_1 7.7%, nand2_1 5.5%, ha_1 4.8%, nor2_1 4.3%",
  "dp_cells": 356,
  "die_w_microns": 119,
  "place_congestion": 0.9309,
  "tns_ns": 0,
  "grt_max_degree": 29,
  "diodes": 0,
  "cts-resized-gates": 0,
  "fin_cells": 360,
  "use_met1_pct": 8.055,
  "vias": 1540,
  "p_leak_nw": 0.7935,
  "finalPower_uw": 252.4,
  "rsz0062_at_grt": "no",
  "max_freq_mhz": 173.8,
  "worstPathRequired_ns": 5.36,
  "cts_buffers": 3,
  "track_usage_pct": 5.640,
  "synth-main-ff-cell": "dfrtp_1",
  "fin_crit_ns": 5.753,
  "routedWlPerCell_microns": 11.03,
  "met3_usage_pct": 0.6715,
  "nFillCells": 1079,
  "synth_cell_types": 55,
  "synthArstFlopShare_pct": 100.0,
  "largest_register": "counter",
  "edf_count": 0,
  "gr-max-usage-layer": "met2",
  "hold_ws_ns": 0.5715,
  "ctsLongestPathBuffers": 2,
  "dieHeight_microns": 119,
  "grt_util_met2_pct": 8.748,
  "slew_viol_final": 0,
  "coreArea_sq_um": 9639,
  "drt_wl_total_microns": 3970,
  "portBuffers": 7,
  "rows": 36,
  "max_slew.worst_pin.slew_ns": 0.6224,
  "synth_top_area_share_pct": 25.96,
  "hold_viol_final": 0,
  "io_pins": 8,
  "clock_skew_ns": 0.001951,
  "slowest_stage": "clkdlybuf4s50_1",
  "yosysWarnings": 1,
  "synth-seq-cells": 19,
  "finalClockPeriodUsage_pct": 85.86,
  "synth-area-yosys_sq_um": 1832,
  "drt-pass1-iter-count": 4,
  "netlist_instances": 229,
  "hold_path_class": "register to register",
  "cp-startpoint": "baud_select[1]",
  "criticalPathCategory": "primary input to primary output",
  "syn_avg_cell_area_sq_um": 7.999,
  "maxCapViolCount": 0,
  "worstHoldEndpoint": "counter[0]",
  "r2r_slack_ns": 4.47,
  "reg2reg_from": "counter[6]",
  "top_cell": "nand2_1",
  "clk_pin_slew_ns": 0.06,
  "hpwl_microns": 3016,
  "cts_root_buf": "clkbuf_8",
  "setup-violations-final": 0,
  "drtAntennaViolNets": 0,
  "clock-sinks": 19,
  "status": "finished clean",
  "vdd_drop_max_mv": 0.03940,
  "first_iter_violations": 112
}
-- cell families after synthesis --
logic type | synth area share (%)
AND/OR/NAND/NOR | 33.88
adder cells (fa/ha/maj) | 4.781
buffers and inverters | 7.445
AND-OR/OR-AND | 15.30
flip-flops | 25.96
multiplexers | 1.639
XOR/XNOR | 11.00
-- power by group --
group	switching, mW	total (mW)	internal (mW)	leakage (nW)
Clock	0.0345	0.0766	0.0422	0.0228
Sequential	0.00272	0.119	0.116	0.263
Combinational	0.0327	0.0569	0.0242	0.508
-- cell usage in the layout (no fill, tap or decap), types with 3 or more instances in the layout --
cell	n
nand2_1	27
a211oi_1	3
xor2_1	7
nand4_1	5
and3_1	4
o2111ai_1	3
mux2i_1	3
xnor2_1	16
nor2_2	11
nand3_1	7
clkdlybuf4s50_1	7
clkbuf_8	3
o21ai_0	10
dfrtp_1	19
buf_4	4
a31oi_1	3
nand2b_1	4
a21oi_1	9
inv_1	10
nor3b_1	4
nor2_1	21
nor3_1	4
ha_1	7
-- layout make-up --
type / count / area (sq um) / share of cell area, %
Clock buffer: 4 / 45.04 / 2.203
Tap cell: 133 / 166.4 / 8.140
Timing Repair Buffer: 11 / 100.1 / 4.896
Multi-Input combinational cell: 183 / 1220 / 59.67
Inverter: 10 / 37.54 / 1.836
Sequential cell: 19 / 475.5 / 23.26
-- how the worst max path moves through the flow --
stage,slack [ns],end
after CTS,0.95,shift
after global routing,0.71,shift
final,0.95,shift
-- stage by stage --
stage	setup slack, ns	instance area, sq um
6_report	0.9473	2044
5_1_grt	0.7136	2044
4_1_cts	0.9451	2044
3_5_place_dp	0.9561	1999
3_3_place_gp	1.030	1999
2_1_floorplan	2.453	1832
-- layer usage --
| layer | routed length [microns] | up-vias |
|---|---|---|
| met2 | 1744 | 22 |
| met3 | 115 | 8 |
| met1 | 1998 | 717 |
| met4 | 110 | 0 |
| li1 | - | 793 |
| met5 | 0 | - |
-- worst max-delay path: cells and delay by family --
kind / cells / cell delay, ns
AOI/OAI and AO/OA: 2 / 0.28
and+or+nand+nor: 3 / 0.67
buffers and inverters: 4 / 1.58
adders and majority gates: 1 / 0.53
Power and IR drop assume default switching activity.
